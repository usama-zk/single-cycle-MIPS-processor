==> design.v <==
`timescale 1ns / 1ps
module ALU(OpCode,funct,rs_in,Oper2,Alu_ans,Zflag);
input [5:0] OpCode,funct;
input [31:0] rs_in,Oper2;
output reg [31:0] Alu_ans;
output reg Zflag;
always @(*)
		begin
			case(OpCode)
					6'b000010:
						case(funct)
							6'b000000: Alu_ans<=rs_in + Oper2;
							6'b000001: Alu_ans<=rs_in - Oper2;
							6'b000010: Alu_ans<=rs_in & Oper2;
							6'b000011: Alu_ans<=rs_in | Oper2;
							6'b000100: Alu_ans<=(rs_in<Oper2)?1:0;
							default: Alu_ans <= 32'd441250;
						endcase
					6'b000001:Alu_ans<=rs_in + Oper2;
					6'b000000:Alu_ans<=rs_in + Oper2;
					6'b000011:Alu_ans<=rs_in - Oper2;
						default: Alu_ans <= 32'd9999999;
			endcase
		end
	always @(Alu_ans)
		begin
			if(Alu_ans)
				Zflag<=0;
			else
				Zflag<=1;
		end
endmodule
==> run.sh <==
#!/bin/bash
# OpenROAD 26Q1-2900-gdf79404cd8, Yosys 0.63+post, stock flow scripts
make -C /OpenROAD-flow-scripts/flow DESIGN_CONFIG=/design/flow/config.mk WORK_HOME=/design/flow/orfs finish
==> config.mk <==
export PLATFORM = sky130hd
export DESIGN_NAME = ALU
export DESIGN_NICKNAME = ALU
export VERILOG_FILES = /design/flow/design.v
export SDC_FILE = /design/flow/constraint.sdc
export NUM_CORES = 4
export LEC_CHECK = 1
export CORE_UTILIZATION = 50
==> constraint.sdc <==
current_design ALU

set clk_period 29.0
set clk_io_pct 0.2

create_clock -name clk0 -period $clk_period

set non_clock_inputs [all_inputs -no_clocks]
set_input_delay [expr $clk_period * $clk_io_pct] -clock clk0 $non_clock_inputs
set_output_delay [expr $clk_period * $clk_io_pct] -clock clk0 [all_outputs]
==> out/notes.md <==
### Global route
* **largest net degree at the start of global routing** 61
* **vias in the first global route** 6250
* **total track usage** 36.0%
* **wire length of the first global-routing pass** 32700 um
* **remaining global-route overflow** 0
* **antenna violations before repair** 0

### CTS
* **number of instances resized during post-cts repair** 0
* **hold buffer count at CTS** 0
* **post-CTS setup buffer count** 0

### Setup path
* **Crit path required time** 23.20 ns
* **data arrival at the endpoint of the critical path** 10.75 ns
* **Setup crit end kind** output pin
* **path type of the worst setup path** in2out
* **Max Fanout on Critical Path** 4
* **sort of element at the start of the critical path** primary input

### Floorplanning
* **row count** 38
* **vertical die size** 109 um
* **Die Footprint** 0.0119 mm2
* **core area** 0.0110 mm2
* **Die Width** 109 um
* **top-level I/O count** 109
* **floorplan core density** 52.0%

### Detailed routing
* **DRC violation total after the first TritonRoute iteration** 690
* **vias per inst** 6.42
* **wire length per cell** 19.7 um
* **Pre-Repair DR Iteration Count** 6
* **total wire length** 21000 um
* **detailed-route via count** 6860
* **residual antenna-violating net count after detailed routing** 0
* **# DRC** 0
* **Antenna Diode Count** 0

### Timing
* **maximum clock rate** 0.0604 GHz
* **minimum clock period after layout** 16.55 ns
* **setup repair after global routing missed its margin** false
* **Hold Fails Final Rpt** 0
* **cycle use final** 57.1%
* **Final Max Tran Viols** 0
* **# setup viols final** 0
* **Post-Route Setup TNS** 0 ns
* **Tightest Pin Transition** 0.992 ns
* **headroom to the max-slew limit** 33.2%

### Logic synthesis
* **yosys synthesis chip area** 0.00574 mm2
* **ys cells** 855
* **number of standard cells after synthesis** 855
* **area share of the largest cell type after synthesis** 21.6%
* **Synth mux share** 2.31%
* **Warnings, synthesis** 1
* **dominant kind of combinational cell** AND-OR/OR-AND gates
* **area share of fa/ha/maj cells after synthesis** 22.3%
* **Mapped Area** 0.00574 mm2
* **cell type contributing the most total cell area after synthesis** ha_1
* **Compound-Gate Fraction of Synth Area** 39.9%
* **xor+xnor area frac** 0.763%
* **register share after synthesis** 0%
* **count of different cell masters after synthesis** 90
* **Basic Gates by Area** 22.9%
* **average cell area after synthesis** 6.71 um2
* **cell types with the largest area share after synthesis** ha_1, a21oi_1, inv_1

### Finish
* **multi-input combinational cell area** 0.00506 mm2
* **Syn-to-layout area delta** 18.1%
* **fillers** 977
* **Flop area** 0 um2
* **flip-flop and latch count** 0
* **number of clock-tree buffers in the layout** 0
* **share of layout cells above drive strength 1** 5.50%
* **final cell area excluding filler cells** 0.00678 mm2
* **post-route core utilization** 61.5%

### Worst hold path
* **launch point of the worst hold path** funct[4]
* **path category of the worst min-delay check** in2out
* **hold-critical path depth** 5
* **end point of the most critical hold path** Alu_ans[29]

### Job
* **tool warnings** 100
* **max-capacitance violation count** 0

### Power and ir drop
* **Overall Power** 0.113 mW
* **worst vdd ir** 0.0106 mV
* **Power Density** 16.7 mW/mm2
* **static leakage** 2.97 nW

### Place
* **placed inst area** 0.00678 mm2
* **post-detailed-placement half-perimeter wirelength** 16900 um
* **number of buffers inserted by port buffering** 109
* **last weighted congestion value of the routability-driven placer** 1.04

### Status
* **result of the run** finished, final reports clean

-- logic make-up after synthesis --
kind of cell	count (synthesis)
buf+inv	147
fa+ha+maj	101
xor+xnor	5
simple gates	260
mux	13
compound gates	329
-- synth_stat cells, drive strengths merged (7+ instances only) --
cell type and count:
ha 99, inv 98, a21oi 86, nor2 75, nand2 61, o21ai 60, clkbuf 26, buf 22
nor3 20, a211oi 17, nand3 16, nor2b 15, o31ai 15, a21o 14, o211ai 14, nand2b 12
a31oi 11, mux2i 11, o21bai 11, nor4 10, o221ai 9, nand4 8, o22ai 8, and2 7
or2 7
-- per-stage QoR --
stage          setup slack, ns  cells  hold slack, ns
2_1_floorplan            14.40    855           11.72
3_3_place_gp             12.61   1068           12.82
3_5_place_dp             12.54   1068           12.81
4_1_cts                  12.54   1068           12.82
5_1_grt                  12.20   1068           12.87
6_report                 12.45   1068           12.81
-- power by group --
group / total (mW) / internal [mW] / switching (mW) / leakage [nW]
combinational: 0.113 / 0.0469 / 0.0662 / 2.97
sequential: 0 / 0 / 0 / 0
clock: 0 / 0 / 0 / 0
-- area by class of cell --
class                      instances  area share [%]
multi-input combinational        708            74.6
tap                              140            2.58
inverter                          99            5.48
timing repair buffer             121            17.3
-- per-layer routing --
metal | global-route usage [%] | part of all wire (%) | vias to the layer above
li1 | - | - | 3303
met1 | 50.3 | 43 | 3092
met2 | 55.7 | 43 | 412
met3 | 5.85 | 10 | 53
met4 | 13.0 | 3.7 | 0
met5 | 0 | 0 | -
-- how the worst max path moves through the flow --
stage	from	end	depth (start not counted)
finish	rs_in[0]	Zflag	16
global route	rs_in[0]	Zflag	16
CTS	rs_in[0]	Zflag	16
-- critical path, stage by stage --
cell and delay (ns):
clkdlybuf4s50_1 0.49, inv_1 0.06, ha_1 0.23, fa_1 0.42, nor3_1 0.35, o31ai_1 0.16
a21oi_1 0.44, nor2_1 0.13, o21ba_2 0.24, a221oi_1 0.25, o22ai_1 0.17, or4_1 0.57
nor4_1 0.43, nand4bb_1 0.21, nor4_2 0.30, clkdlybuf4s50_1 0.50
-- placed cells by master (no fill, tap or decap), types with 4 or more instances in the layout --
cell	instances
clkdlybuf4s50_1	108
ha_1	99
inv_1	97
a21oi_1	85
nor2_1	70
nand2_1	61
o21ai_0	57
nor3_1	20
a211oi_1	17
nand3_1	16
nor2b_1	15
o31ai_1	15
o211ai_1	14
a21o_1	13
nand2b_1	12
buf_4	12
mux2i_1	11
o21bai_1	10
a31oi_1	10
nor4_1	9
o221ai_1	9
nand4_1	8
o22ai_1	8
and2_1	7
o221a_2	6
a221oi_1	6
or2_2	5
or4_1	5
and3_1	5
a311oi_1	5
xnor2_1	5
a2111oi_0	5
o21a_1	5
or3_1	4
o2111ai_1	4
a21boi_0	4
a221o_1	4
a22o_1	4
No activity file was given, so power comes from the tool's default toggle rates.
