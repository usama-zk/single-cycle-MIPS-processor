`config.mk`:
```
export PLATFORM = sky130hd
export DESIGN_NAME = Regfile
export DESIGN_NICKNAME = Regfile
export VERILOG_FILES = /design/flow/design.v
export SDC_FILE = /design/flow/constraint.sdc
export NUM_CORES = 4
export LEC_CHECK = 1
export CORE_UTILIZATION = 30
```
`design.v`:
```
`timescale 1ns / 1ps
module Regfile(clk,RegWrite,rs,rt,rd,rs_out,rt_out,rd_in);
input clk,RegWrite;
input [4:0] rs,rt,rd;
output reg [31:0] rs_out,rt_out;
input [31:0] rd_in;
reg [31:0] mem[31:0];
initial
begin
mem[0]=32'd5;
mem[1]=32'd10;
mem[2]=32'd20;
mem[3]=32'd25;
mem[4]=32'd30;
mem[5]=32'd35;
mem[6]=32'd40;
mem[7]=32'd45;
mem[8]=32'd50;
mem[9]=32'd55;
mem[10]=32'd60;
mem[11]=32'd65;
mem[12]=32'd70;
mem[13]=32'd75;
mem[14]=32'd80;
mem[15]=32'd85;
mem[16]=32'd90;
mem[17]=32'd95;
mem[18]=32'd100;
mem[19]=32'd105;
mem[20]=32'd110;
mem[21]=32'd115;
mem[22]=32'd120;
mem[23]=32'd125;
mem[24]=32'd130;
mem[25]=32'd135;
mem[26]=32'd140;
mem[27]=32'd145;
mem[28]=32'd150;
mem[29]=32'd155;
mem[30]=32'd160;
mem[31]=32'd165;
end
always @(*)
begin
case(rs)
32'd0:rs_out<=mem[0];
32'd1:rs_out<=mem[1];
32'd2:rs_out<=mem[2];
32'd3:rs_out<=mem[3];
32'd4:rs_out<=mem[4];
32'd5:rs_out<=mem[5];
32'd6:rs_out<=mem[6];
32'd7:rs_out<=mem[7];
32'd8:rs_out<=mem[8];
32'd9:rs_out<=mem[9];
32'd10:rs_out<=mem[10];
32'd11:rs_out<=mem[11];
32'd12:rs_out<=mem[12];
32'd13:rs_out<=mem[13];
32'd14:rs_out<=mem[14];
32'd15:rs_out<=mem[15];
32'd16:rs_out<=mem[16];
32'd17:rs_out<=mem[17];
32'd18:rs_out<=mem[18];
32'd19:rs_out<=mem[19];
32'd20:rs_out<=mem[20];
32'd21:rs_out<=mem[21];
32'd22:rs_out<=mem[22];
32'd23:rs_out<=mem[23];
32'd24:rs_out<=mem[24];
32'd25:rs_out<=mem[25];
32'd26:rs_out<=mem[26];
32'd27:rs_out<=mem[27];
32'd28:rs_out<=mem[28];
32'd29:rs_out<=mem[29];
32'd30:rs_out<=mem[30];
32'd31:rs_out<=mem[31];
endcase
case(rt)
32'd0:rt_out<=mem[0];
32'd1:rt_out<=mem[1];
32'd2:rt_out<=mem[2];
32'd3:rt_out<=mem[3];
32'd4:rt_out<=mem[4];
32'd5:rt_out<=mem[5];
32'd6:rt_out<=mem[6];
32'd7:rt_out<=mem[7];
32'd8:rt_out<=mem[8];
32'd9:rt_out<=mem[9];
32'd10:rt_out<=mem[10];
32'd11:rt_out<=mem[11];
32'd12:rt_out<=mem[12];
32'd13:rt_out<=mem[13];
32'd14:rt_out<=mem[14];
32'd15:rt_out<=mem[15];
32'd16:rt_out<=mem[16];
32'd17:rt_out<=mem[17];
32'd18:rt_out<=mem[18];
32'd19:rt_out<=mem[19];
32'd20:rt_out<=mem[20];
32'd21:rt_out<=mem[21];
32'd22:rt_out<=mem[22];
32'd23:rt_out<=mem[23];
32'd24:rt_out<=mem[24];
32'd25:rt_out<=mem[25];
32'd26:rt_out<=mem[26];
32'd27:rt_out<=mem[27];
32'd28:rt_out<=mem[28];
32'd29:rt_out<=mem[29];
32'd30:rt_out<=mem[30];
32'd31:rt_out<=mem[31];
endcase
if(RegWrite)
case(rd)
32'd0:mem[0]<=rd_in;
32'd1:mem[1]<=rd_in;
32'd2:mem[2]<=rd_in;
32'd3:mem[3]<=rd_in;
32'd4:mem[4]<=rd_in;
32'd5:mem[5]<=rd_in;
32'd6:mem[6]<=rd_in;
32'd7:mem[7]<=rd_in;
32'd8:mem[8]<=rd_in;
32'd9:mem[9]<=rd_in;
32'd10:mem[10]<=rd_in;
32'd11:mem[11]<=rd_in;
32'd12:mem[12]<=rd_in;
32'd13:mem[13]<=rd_in;
32'd14:mem[14]<=rd_in;
32'd15:mem[15]<=rd_in;
32'd16:mem[16]<=rd_in;
32'd17:mem[17]<=rd_in;
32'd18:mem[18]<=rd_in;
32'd19:mem[19]<=rd_in;
32'd20:mem[20]<=rd_in;
32'd21:mem[21]<=rd_in;
32'd22:mem[22]<=rd_in;
32'd23:mem[23]<=rd_in;
32'd24:mem[24]<=rd_in;
32'd25:mem[25]<=rd_in;
32'd26:mem[26]<=rd_in;
32'd27:mem[27]<=rd_in;
32'd28:mem[28]<=rd_in;
32'd29:mem[29]<=rd_in;
32'd30:mem[30]<=rd_in;
32'd31:mem[31]<=rd_in;
endcase
end
endmodule
```
`run.sh`:
```
#!/bin/bash
# OpenROAD 26Q1-2900-gdf79404cd8, Yosys 0.63+post, stock flow scripts
make -C /OpenROAD-flow-scripts/flow DESIGN_CONFIG=/design/flow/config.mk WORK_HOME=/design/flow/orfs finish
```
`constraint.sdc`:
```
current_design Regfile

set clk_period 7.3
set clk_io_pct 0.2

create_clock -name clk0 -period $clk_period

set non_clock_inputs [all_inputs -no_clocks]
set_input_delay [expr $clk_period * $clk_io_pct] -clock clk0 $non_clock_inputs
set_output_delay [expr $clk_period * $clk_io_pct] -clock clk0 [all_outputs]
```
==> impl_metrics.py <==
# Generated from Yosys and OpenROAD reports
metrics = {
    "flow_run": {
        "warnings": 33,
        "max_cap_violations": 0,
    },
    "pwr": {
        "power.share.switching": 0.525,
        "p_switching_w": 0.000865,
        "internal-power_w": 0.000782,
        "peakVddDrop_mv": 0.0220,
        "p_per_area_nw_per_um2": 48.8,
        "p_leak_nw": 14.2,
        "power_w": 0.00165,
    },
    "logic_synthesis": {
        "yosys.area.top_type": "dlxtn_1",
        "ys_cells": 3139,
        "top_cells_by_count": "dlxtn_1, a22oi_1, nand2_1, buf_2, nor2_1",
        "yosys_warnings": 2,
        "ff_type": "dlxtn_1",
        "top_cell_area_share": 0.528,
        "synth_area_um2": 29200,
        "postSynth.asyncResetShare": 0,
        "syn_area_per_cell_um2": 9.29,
        "top_cells_by_area": "dlxtn_1, a22oi_1, nand2_1",
        "synth_cell_types": 65,
        "edf_count": 0,
        "numSynthFlops": 1024,
        "syn_inst": 3139,
        "top_cell": "dlxtn_1",
        "ys_area_um2": 29200,
    },
    "grt": {
        "grt_pass1_wl_um": 276000,
        "grt_pass1_vias": 31991,
        "overflow": 0,
        "antenna_found_initial": 26,
        "grt_max_degree": 33,
        "grt_usage": 0.426,
    },
    "die": {
        "core_um2": 95600,
        "pin_count": 113,
        "row_count": 113,
        "fp_util": 0.305,
        "die_y_um": 314,
        "fp.dieW_um": 314,
        "die-area_um2": 98500,
    },
    "worst_setup_path": {
        "worstPathArrival_ns": 5.33,
        "crit_required_ns": 5.84,
        "crit_family": "simple AND/OR/NAND/NOR gates",
        "worstPathMaxFanout": 30,
        "cp.buffers_inverters": 3,
        "slowest_delay_ns": 0.94,
        "critPathCaptureType": "output port",
        "startpoint_type": "input pin",
        "path_class": "in -> out",
        "worst_path_max_delay_cell": "nor2_4",
        "worstPathCellList": "buf_4, or3b_1, buf_4, nor2_4, a22oi_1, nand3_1, a211oi_1, a21oi_1, clkdlybuf4s50_1",
        "cpMostUsedCell": "buf_4",
    },
    "finish": {
        "largest_reg_flops": 1024,
        "reg_top3": "mem x1024",
        "final_area_um2": 33700,
        "top_register": "mem",
        "drive_above_1_share": 0.130,
        "syn_to_final_growth_pct": 15.7,
        "fin_util": 0.353,
    },
    "timing": {
        "max_freq_mhz": 147,
        "finalWorstSetupSlack_ns": 0.515,
        "hold_violations": 0,
        "period_used_share": 0.929,
        "finalSetupTns_ns": 0,
        "unconstrained_endpoints": 1024,
        "unclocked_regs": 1024,
        "final_max_slew_viol_count": 0,
        "slew_headroom": 0.0751,
        "setup_violations": 0,
        "worst_pin_slew_ns": 1.38,
        "rsz0062_at_grt": "no",
        "period_minus_slack_ns": 6.79,
    },
    "detailed_routing": {
        "wl_per_cell_um": 45.1,
        "drc": 0,
        "via_count": 33223,
        "drtIter0Drc": 4771,
        "viasPerCell": 7.20,
        "dr.pass1.iters": 9,
        "ant_nets": 0,
        "drt-total-wl_um": 208000,
    },
    "place": {
        "dpl_cell_area_um2": 33700,
        "dp_hpwl_um": 135000,
        "place_congestion": 1.13,
        "port_buffers": 112,
        "dp_slack_ns": 0.935,
    },
    "min_path": {
        "min_path_type": "in -> out",
    },
    "cts": {
        "cts_setup_buffers": 0,
        "cts_hold_buf": 0,
        "post_cts_resized": 0,
    },
    "status": {
        "status": "finished clean",
    },
}
-- logic make-up (layout without fill, tap and decap cells) --
| kind of cell | Yosys count | in the layout | synth area share |
|---|---|---|---|
| simple gates | 737 | 737 | 0.129 |
| other cells | 0 | 24 | 0 |
| mux | 78 | 78 | 0.0283 |
| buf+inv | 230 | 414 | 0.0381 |
| latches | 1024 | 1024 | 0.528 |
| compound gates | 1070 | 1070 | 0.278 |
-- layer usage --
metal / share of wire / track usage / up-vias
met5: 0.0015 / 0.0169 / -
met4: 0.097 / 0.301 / 32
met3: 0.18 / 0.283 / 1299
met2: 0.38 / 0.555 / 3733
met1: 0.34 / 0.497 / 15638
li1: - / - / 12521
-- cell type report --
type / instances / area [um2]
antenna: 24 / 60.1
multi-input combinational: 1885 / 13100
fill: 9755 / 61800
tap: 1265 / 1580
inverter: 6 / 22.5
sequential: 1024 / 15400
timing repair buffer: 408 / 3580
-- layout by cell type (no fill, tap or decap), types with 16 or more instances in the layout --
cell type and instances:
dlxtn_1 1024, a22oi_1 670, buf_4 274, nand2_1 161, nand4_1 108, nor2_1 104, clkdlybuf4s50_1 102, a22o_1 73
a21oi_1 70, nor3_1 65, mux2i_1 60, nor2_4 58, a221oi_1 58, nand3_1 48, nand2_2 33, o21ai_0 29
and3_1 25, diode_2 24, a31oi_1 24, nor2b_1 23, a222oi_1 23, buf_12 23, nand2b_1 19, mux2_2 16
o22a_1 16, nor4_1 16
-- per-stage QoR --
| step | cells | hold slack [ns] |
|---|---|---|
| 2_1_floorplan | 3139 | 3.37 |
| 3_3_place_gp | 4588 | 4.02 |
| 3_5_place_dp | 4588 | 4.03 |
| 4_1_cts | 4588 | 4.03 |
| 5_1_grt | 4590 | 4.05 |
| 6_report | 4612 | 4.04 |
-- path summary, 6_finish.rpt --
kind                     end  slack, ns  cells after the start  startpoint
setup / recovery   rt_out[6]       0.51                      9       rt[4]
hold / removal    rt_out[24]       4.04                      5       rt[2]
-- worst min-delay path: cells and delay by family --
| kind | cells | cell delay (ns) |
|---|---|---|
| AND/OR/NAND/NOR | 2 | 0.23 |
| buffers and inverters | 2 | 0.64 |
| AND-OR/OR-AND | 1 | 0.23 |
Power and IR drop assume default switching activity.
