## flow/run.sh

```bash
#!/bin/bash
# OpenROAD 26Q1-2900-gdf79404cd8, Yosys 0.63+post, stock flow scripts
make -C /OpenROAD-flow-scripts/flow DESIGN_CONFIG=/design/flow/config.mk WORK_HOME=/design/flow/orfs finish
```

## flow/config.mk

```make
export PLATFORM = sky130hd
export DESIGN_NAME = PC
export DESIGN_NICKNAME = PC
export VERILOG_FILES = /design/flow/design.v
export SDC_FILE = /design/flow/constraint.sdc
export NUM_CORES = 4
export LEC_CHECK = 1
export CORE_AREA = 10 10 111 111
export DIE_AREA = 0 0 121 121
```

## flow/constraint.sdc

```tcl
current_design PC

set clk_period 7.2
set clk_io_pct 0.2

create_clock -name clk0 -period $clk_period [get_ports {clk}]

set non_clock_inputs [all_inputs -no_clocks]
set_input_delay [expr $clk_period * $clk_io_pct] -clock clk0 $non_clock_inputs
set_output_delay [expr $clk_period * $clk_io_pct] -clock clk0 [all_outputs]
```

## flow/design.v

```verilog
`timescale 1ns / 1ps
module PC(clk,rst,Zflag,Branch,ex_immed,instP,Jump,J_ext);
input clk,rst,Zflag,Branch,Jump;
input [31:0] ex_immed,J_ext;
output reg [31:0]instP;
initial
begin
instP<=32'd0;
end
always @(posedge clk)
	begin
		if(rst)
			instP<=32'd0;
		else if(Branch && Zflag)
			instP<=ex_immed;
		else if(Jump)
			instP<=J_ext;
		else
			instP<=instP+32'd1;
	end
endmodule
```

==> out/metrics.json <==
{
  "vias": 2369,
  "power_density_mw_per_mm2": 155.7,
  "max-cap-violations": 0,
  "layout-drive-gt1-share_pct": 4.959,
  "cts.htree.levels": 2,
  "worst_slew_margin_rel_pct": 58.57,
  "synthCells": 271,
  "end_kind": "flip-flop",
  "warning_count": 25,
  "global_route.overflow_total": 0,
  "cts_setup_buffers": 0,
  "worst-path-buf-inv": 2,
  "flow.area_growth_from_synthesis_pct": 59.62,
  "area_leader_share_pct": 30.49,
  "critPathRequiredTime_ns": 7.41,
  "final-instance-count-excl-fill": 496,
  "cp_slowest_cell": "sky130_fd_sc_hd__or4b_2",
  "yosysWarnings": 1,
  "power_leakage_uw": 0.001112,
  "regMostFlops": "instP",
  "floorplan.initialDensity_pct": 21.30,
  "wire_per_inst_um": 16.36,
  "clock_tree.root_cell": "sky130_fd_sc_hd__clkbuf_8",
  "die_width_um": 121,
  "yosys.area.top_type": "sky130_fd_sc_hd__dfxtp_1",
  "cells_traversed_along_the_worst_timing_path": "clkdlybuf4s50_1 > buf_4 > a211o_1 > nor2_1 > or4b_2 > o211ai_1",
  "post-route-period-util_pct": 46.07,
  "port-buffer-count": 100,
  "clock_tree_buf_depth": 2,
  "number_of_antenna_violations_at_the_first_check_in_global_routing": 0,
  "remaining_drc_errors": 0,
  "grt_pass1_wl_um": 12370,
  "insertion_delay_ns": 0.28,
  "largest_register_ff_count": 32,
  "mostFrequentLayoutCell": "sky130_fd_sc_hd__clkdlybuf4s50_1",
  "top_cell_family_by_delay_on_the_critical_path": "simple AND/OR/NAND/NOR gates",
  "sort_of_element_at_the_start_of_the_critical_path": "input port",
  "synth.yosys.chip_area_mm2": 0.002101,
  "yosys.cell_types.count": 40,
  "drt-pass1-iter-count": 6,
  "hold_viol_final": 0,
  "post_synth_main_area_contributors": "sky130_fd_sc_hd__dfxtp_1 (30%), sky130_fd_sc_hd__a21oi_1 (6.7%), sky130_fd_sc_hd__o211ai_1 (6.1%)",
  "worst_hold_slack_ns": 0.5338,
  "run_status": "complete, no violations",
  "finalWeightedCongestion": 0.7841,
  "cp_max_fo": 34,
  "cts_made_buffers": 5,
  "tritoncts": "done",
  "regArea_um2": 640.6,
  "reg.largest.list": "instP x32",
  "grt_start_max_net_pins": 47,
  "ys_ff": 32,
  "comb_area_mm2": 0.001363,
  "post_cts_resized": 0,
  "timing_max_transition_violations_final": 0,
  "worst_ep_arrival_time_ns": 3.53,
  "synthArstFlopShare_pct": 0,
  "synth-main-ff-cell": "sky130_fd_sc_hd__dfxtp_1",
  "num_rows": 36,
  "irDropWorstVdd_uv": 97.88,
  "grt_setup_unrepaired": "no",
  "hold_path_class": "reg2reg",
  "synth-edff-count": 0,
  "timing_worst_setup_path_type": "in2reg",
  "grt_pass1_vias": 2331,
  "timing.setup.tns_ns": 0,
  "post_synth.cell_area_avg_um2": 7.752,
  "min_period_ns": 3.317,
  "route.final.wire_length_um": 8113,
  "dr.first_iter.drc_count": 134,
  "worst_case_clock_skew_ns": 0.009825,
  "die.size.y_um": 121,
  "filler_cell_count": 1006,
  "num_clock_sinks": 32,
  "number_of_hold_buffers_added_after_cts": 0,
  "setup_violations_final": 0,
  "timing.fmax_mhz": 301.5,
  "place.detailed.instances": 488,
  "core_footprint_mm2": 0.009864,
  "ys_cells": 271,
  "grt.total_usage_pct": 10.50,
  "ys_seq_share_pct": 30.49,
  "timing.critical_path.slowest_cell_delay_ns": 0.59,
  "postRouteAntennaNets": 0,
  "vias_per_cell": 4.776,
  "place.detailed.hpwl_um": 6051,
  "final_layout_top_logic_cells": "sky130_fd_sc_hd__clkdlybuf4s50_1 (100), sky130_fd_sc_hd__dfxtp_1 (32), sky130_fd_sc_hd__a21oi_1 (28)",
  "die_area_mm2": 0.01464,
  "cts.clk_slew.worst_paths_ns": 0.08,
  "antenna-diode-count": 0,
  "io_pins": 101,
  "worst-slew-pin-transition_ns": 0.6157,
  "post_synth_instance_area_mm2": 0.002101
}
[final timing paths]
check | depth (start not counted) | endpoint | slack (ns) | from
worst max-delay path | 6 | instP[28] | 3.88 | rst
worst min-delay path | 2 | instP[30] | 0.53 | instP[30]
worst max register to register | 5 | instP[28] | 4.65 | instP[0]
worst min register to register | 2 | instP[30] | 0.53 | instP[30]
[logic make-up after synthesis]
family,synth area share (%)
xor gates and xnor gates,5.837
AOI/OAI and AO/OA,25.73
and+or+nand+nor,32.22
muxes,0.4765
buffers and inverters,4.645
DFF,30.49
adders and majority gates,0.5955
[cell usage after synthesis (2+ instances only)]
cell / number
sky130_fd_sc_hd__or4b_1: 2
sky130_fd_sc_hd__o22ai_1: 8
sky130_fd_sc_hd__nand2b_1: 3
sky130_fd_sc_hd__a211oi_1: 7
sky130_fd_sc_hd__nor3_1: 6
sky130_fd_sc_hd__nor2_1: 13
sky130_fd_sc_hd__nand2_1: 15
sky130_fd_sc_hd__a21oi_1: 28
sky130_fd_sc_hd__dfxtp_1: 32
sky130_fd_sc_hd__a311oi_1: 2
sky130_fd_sc_hd__clkbuf_1: 17
sky130_fd_sc_hd__o311ai_0: 4
sky130_fd_sc_hd__or3_1: 3
sky130_fd_sc_hd__xor2_1: 2
sky130_fd_sc_hd__inv_1: 5
sky130_fd_sc_hd__and3_1: 20
sky130_fd_sc_hd__or4_1: 10
sky130_fd_sc_hd__o211ai_1: 17
sky130_fd_sc_hd__xnor2_1: 12
sky130_fd_sc_hd__a211o_1: 2
sky130_fd_sc_hd__o21ai_0: 9
sky130_fd_sc_hd__and4_1: 3
sky130_fd_sc_hd__nand3_1: 10
sky130_fd_sc_hd__a31oi_1: 2
sky130_fd_sc_hd__nand3b_1: 7
sky130_fd_sc_hd__nor4_1: 7
sky130_fd_sc_hd__buf_1: 4
sky130_fd_sc_hd__nand4_1: 9
[worst reg2reg max path, delay by kind of cell (launching register included)]
family | cells | cell delay [ns]
fa+ha+maj | 1 | 0.23
simple gates | 3 | 1.75
compound gates | 1 | 0.10
flops | 1 | 0.42
[metrics by stage]
step | instance area [um^2] | power [uW] | setup WS [ns] | utilization (%)
2_1_floorplan | 2101 | 253.2 | 4.355 | -
3_3_place_gp | 3227 | 334.6 | 3.615 | 32.71
3_5_place_dp | 3227 | 336.0 | 3.598 | 32.71
4_1_cts | 3353 | 529.6 | 3.908 | 33.99
5_1_grt | 3353 | 548.5 | 3.756 | 33.99
6_report | 3353 | 522.0 | 3.883 | 33.99
[report_power, final]
part           leakage [uW]  internal, uW  switching (uW)  total [uW]
clock network     0.0000645           122            69.3         191
logic              0.000782          78.3            40.4         119
registers          0.000265           191            20.6         212
total               0.00111           392             130         522
[per-layer routing]
layer	track usage [%]	vias up	routed length, um
met1	13.72	1081	3653
met3	2.126	2	352
li1	-	1230	-
met2	18.06	56	4052
met4	1.056	0	54
met5	0	-	0
[cell type report]
type                            instances  area share (%)
Timing Repair Buffer                  105           30.97
Sequential cell                        32           19.10
Clock buffer                            7           2.873
Multi-Input combinational cell        213           40.63
Tap cell                              133           4.963
Inverter                                5          0.5597
Clock inverter                          1          0.8955
Power figures rest on the tool's default switching activity, not on a simulated workload.
